==> flow/design.v <==
`timescale 1ns / 1ps
module validmove(occ_square, sel_pos, valid);
  output valid;
  input [8:0] occ_square, sel_pos;
  assign valid = (~occ_square[0]&sel_pos[0])|
    (~occ_square[1]&sel_pos[1])|
    (~occ_square[2]&sel_pos[2])|
    (~occ_square[3]&sel_pos[3])|
    (~occ_square[4]&sel_pos[4])|
    (~occ_square[5]&sel_pos[5])|
    (~occ_square[6]&sel_pos[6])|
    (~occ_square[7]&sel_pos[7])|
    (~occ_square[8]&sel_pos[8]); 
endmodule 
module checkvictory(occ_square, occ_player, victory);
  output[1:0] victory;  
  input [8:0] occ_square, occ_player;
  assign victory[0] = ((occ_square[0]&occ_player[0]&occ_square[1]&occ_player[1]&occ_square[2]&occ_player[2])|  						(occ_square[0]&occ_player[0]&occ_square[4]&occ_player[4]&occ_square[8]&occ_player[8])| 						(occ_square[2]&occ_player[2]&occ_square[5]&occ_player[5]&occ_square[8]&occ_player[8])|						(occ_square[7]&occ_player[7]&occ_square[4]&occ_player[4]&occ_square[1]&occ_player[1])| 
    				(occ_square[0]&occ_player[0]&occ_square[3]&occ_player[3]&occ_square[6]&occ_player[6])| 
    				(occ_square[6]&occ_player[6]&occ_square[7]&occ_player[7]&occ_square[8]&occ_player[8])| 
    				(occ_square[3]&occ_player[3]&occ_square[4]&occ_player[4]&occ_square[5]&occ_player[5])| 
                    (occ_square[6]&occ_player[6]&occ_square[4]&occ_player[4]&occ_square[2]&occ_player[2]));
  assign victory[1]=((occ_square[0]&~occ_player[0]&occ_square[1]&~occ_player[1]&occ_square[2]&~occ_player[2])| 
    (occ_square[0]&~occ_player[0]&occ_square[4]&~occ_player[4]&occ_square[8]&~occ_player[8])|  
    (occ_square[2]&~occ_player[2]&occ_square[5]&~occ_player[5]&occ_square[8]&~occ_player[8])|  
    (occ_square[7]&~occ_player[7]&occ_square[4]&~occ_player[4]&occ_square[1]&~occ_player[1])|  
    (occ_square[0]&~occ_player[0]&occ_square[3]&~occ_player[3]&occ_square[6]&~occ_player[6])|  
    (occ_square[6]&~occ_player[6]&occ_square[7]&~occ_player[7]&occ_square[8]&~occ_player[8])|  
    (occ_square[3]&~occ_player[3]&occ_square[4]&~occ_player[4]&occ_square[5]&~occ_player[5])|  
    (occ_square[6]&~occ_player[6]&occ_square[4]&~occ_player[4]&occ_square[2]&~occ_player[2]));
endmodule
module tictactoe(turnX, turnO, occ_pos, occ_square, occ_player, game_st_ascii, reset, clk, flash_clk, sel_pos, buttonX, buttonO);
  output turnX;
  output turnO;
  output [8:0] occ_pos, occ_square, occ_player;
  output [7:0] game_st_ascii;
  input reset, clk, flash_clk;
  input [8:0] sel_pos;
  input buttonX, buttonO;
  reg [8:0] occ_square;
  reg [8:0] occ_player;
  reg [3:0] game_state;
  reg [8:0] occ_pos;
  reg [3:0] nx_game_state;
  reg turnX, turnO;
  reg [7:0] game_st_ascii;
  reg win1, win2, win3, win4, win5, win6, win7, win8, wincat;
  wire valid;
  reg prevalid;
  validmove validmove(occ_square, sel_pos, valid);
  wire[1:0] victory;
  checkvictory checkvictory(occ_square, occ_player, victory);
  always @(*) begin
    win1 =(occ_square[0]&occ_player[0]&occ_square[1]&occ_player[1]&occ_square[2]&occ_player[2])|(occ_square[0]&~occ_player[0]&occ_square[1]&~occ_player[1]&occ_square[2]&~occ_player[2]);
    win2 = (occ_square[0]&occ_player[0]&occ_square[4]&occ_player[4]&occ_square[8]&occ_player[8])|(occ_square[0]&~occ_player[0]&occ_square[4]&~occ_player[4]&occ_square[8]&~occ_player[8]);
    win3 = (occ_square[2]&occ_player[2]&occ_square[5]&occ_player[5]&occ_square[8]&occ_player[8])|(occ_square[2]&~occ_player[2]&occ_square[5]&~occ_player[5]&occ_square[8]&~occ_player[8]);
    win4 = (occ_square[7]&occ_player[7]&occ_square[4]&occ_player[4]&occ_square[1]&occ_player[1])|(occ_square[7]&~occ_player[7]&occ_square[4]&~occ_player[4]&occ_square[1]&~occ_player[1]);
    win5=(occ_square[0]&occ_player[0]&occ_square[3]&occ_player[3]&occ_square[6]&occ_player[6])|(occ_square[6]&~occ_player[6]&occ_square[7]&~occ_player[7]&occ_square[8]&~occ_player[8]);
    win6=(occ_square[6]&occ_player[6]&occ_square[7]&occ_player[7]&occ_square[8]&occ_player[8])|(occ_square[6]&~occ_player[6]&occ_square[7]&~occ_player[7]&occ_square[8]&~occ_player[8]);
    win7=(occ_square[3]&occ_player[3]&occ_square[4]&occ_player[4]&occ_square[5]&occ_player[5])|(occ_square[3]&~occ_player[3]&occ_square[4]&~occ_player[4]&occ_square[5]&~occ_player[5]);
    win8=(occ_square[6]&occ_player[6]&occ_square[4]&occ_player[4]&occ_square[2]&occ_player[2])|(occ_square[6]&~occ_player[6]&occ_square[4]&~occ_player[4]&occ_square[2]&~occ_player[2]);
    wincat=(occ_square[0]&occ_square[1]&occ_square[2]&occ_square[3]&occ_square[4]&occ_square[5]&occ_square[6]&occ_square[7]&occ_square[8]);
  end 
  always @(posedge flash_clk) begin
    if(game_st_ascii == 8'b01011000 || game_st_ascii == 8'b01001111) begin
      if (occ_pos == 9'b000000000) begin
        if(win1) begin occ_pos = 9'b000000111; end 
        else if (win2) begin occ_pos = 9'b100010001; end
        else if (win3) begin occ_pos = 9'b100100100 ; end
        else if (win4) begin occ_pos = 9'b010010010 ; end
        else if (win5) begin occ_pos = 9'b001001001 ; end
        else if (win6) begin occ_pos = 9'b111000000; end
        else if (win7) begin occ_pos = 9'b000111000; end
        else if (win8) begin occ_pos = 9'b001010100; end
      end 
    end
    else if(game_st_ascii == 8'b01000011) begin
      if(win1) begin occ_pos = 9'b000000111; end 
        if (win2) begin occ_pos = 9'b100010001; end
        if (win3) begin occ_pos = 9'b100100100 ; end
        if (win4) begin occ_pos = 9'b010010010 ; end
        if (win5) begin occ_pos = 9'b001001001 ; end
        if (win6) begin occ_pos = 9'b111000000; end
        if (win7) begin occ_pos = 9'b000111000; end
        if (win8) begin occ_pos = 9'b001010100; end
    end 
    else begin occ_pos =  9'b000000000; end
  end 
  always @(posedge clk) begin
    if(reset)
      begin
      	game_state <= 4'b0000;
        occ_square = 9'b000000000;
        occ_player = 9'b000000000;
        occ_pos = 9'b000000000;
        prevalid = 1'b0;
      end
    else
      game_state <= nx_game_state;
  end
  always @(*) begin
    if(!(game_st_ascii == 8'b01011000 || game_st_ascii == 8'b01001111))
      begin
      if(flash_clk == 1'b0) begin occ_pos = (~occ_square~|occ_player); end
      else if (flash_clk == 1'b1) begin occ_pos = (occ_square & occ_player); end
    end
  end 
  always @(*) begin
    case (game_state)
      4'b0001,
      4'b0010: begin
        turnX = 1'b1;
      end
      4'b0110,
      4'b0111: begin
        turnO = 1'b1;
      end
      default: begin
        turnX = 1'b0;
        turnO = 1'b0;
      end
    endcase
  end
  always @(*) begin
    case(game_state)
      4'b0000:
        begin
       	  nx_game_state = 4'b0001;
          game_st_ascii <= 8'b01101110;
        end
      4'b0001:
        begin 
          game_st_ascii <= 8'b01101110;
          if(buttonX)  
            begin
              nx_game_state = 4'b0011;
              prevalid = 1'b0;
            end 
          else if(buttonO)  
            begin 
              nx_game_state = 4'b0010;
            end 
          else  
            begin
              nx_game_state = 4'b0001; 
            end 
        end 
      4'b0010:
        begin 
          game_st_ascii <= 8'b01000101; 
          prevalid = 1'b0;
          if(buttonX)  
            begin
              nx_game_state = 4'b0011;
            end 
          else
            begin
              nx_game_state = 4'b0010;
            end 
        end 
      4'b0011:
        begin
          game_st_ascii <= 8'b01101110;
          if(valid||prevalid) 
          begin
            prevalid = 1'b1;
            nx_game_state = 4'b0100;
            occ_square = (occ_square|sel_pos);  
            occ_player = (occ_player|sel_pos);  
          end
          if(~valid&&~prevalid) begin 
            nx_game_state = 4'b0010;
          end 
        end 
      4'b0100:
        begin
          game_st_ascii <= 8'b01101110;
          if(wincat)
            nx_game_state = 4'b1011;
          else
            begin
          case(victory) 
            2'b01:  
              begin
                nx_game_state = 4'b0101;
              end 
            2'b10:  
              begin
                nx_game_state = 4'b1010;
              end 
            2'b00:
              begin
                nx_game_state = 4'b0110;
              end 
          endcase 
            end
        end 
      4'b0101:
        begin
          game_st_ascii <= 8'b01011000;
          nx_game_state = 4'b0101;
        end
      4'b0110:
        begin
          game_st_ascii <= 8'b01101110;
          prevalid = 1'b0;
          if(buttonO)  
            begin
              nx_game_state = 4'b1000;
            end 
          else if(buttonX)  
            begin 
              nx_game_state = 4'b0111;
            end 
          else  
            begin
              nx_game_state = 4'b0110;
            end 
        end 
      4'b0111:
        begin 
          prevalid = 1'b0;
          game_st_ascii <= 8'b01000101; 
          if(buttonO)  
            begin
              nx_game_state = 4'b1000;
            end 
          else
            begin
              nx_game_state = 4'b0111;
            end 
        end 
      4'b1000:
        begin
          game_st_ascii <= 8'b01101110;
          if(valid||prevalid) begin
            occ_square = (occ_square|sel_pos);  
            nx_game_state = 4'b1001;
            prevalid = 1'b1;
          end
          if(~valid&&~prevalid)
            nx_game_state = 4'b0111;
        end
     4'b1001:
        begin
          game_st_ascii <= 8'b01101110;
          if(wincat)
            nx_game_state = 4'b1011;
          else begin
          case(victory)
            2'b01: 
              begin
                nx_game_state = 4'b0101;
              end 
            2'b10:  
              begin
                nx_game_state = 4'b1010;
              end 
            2'b00:
              begin
                nx_game_state = 4'b0001;
              end 
          endcase 
          end
        end 
      4'b1010:
        begin
          game_st_ascii <= 8'b01001111;
          nx_game_state = 4'b1010;
        end
      4'b1011:
        begin
          game_st_ascii <= 8'b01000011;
          nx_game_state = 4'b1011;
        end
     endcase 
  end
endmodule
==> flow/run.sh <==
#!/bin/bash
# OpenROAD 26Q1-2900-gdf79404cd8, Yosys 0.63+post, stock flow scripts
make -C /OpenROAD-flow-scripts/flow DESIGN_CONFIG=/design/flow/config.mk WORK_HOME=/design/flow/orfs finish
==> flow/config.mk <==
export PLATFORM = sky130hd
export DESIGN_NAME = tictactoe
export DESIGN_NICKNAME = tictactoe
export VERILOG_FILES = /design/flow/design.v
export SDC_FILE = /design/flow/constraint.sdc
export NUM_CORES = 4
export LEC_CHECK = 1
export CORE_AREA = 10 10 70 70
export DIE_AREA = 0 0 80 80
==> flow/constraint.sdc <==
current_design tictactoe

set clk_period 1.0
set clk_io_pct 0.2

create_clock -name clk0 -period $clk_period [get_ports {clk}]
create_clock -name clk1 -period $clk_period [get_ports {flash_clk}]

set non_clock_inputs [all_inputs -no_clocks]
set_input_delay [expr $clk_period * $clk_io_pct] -clock clk0 $non_clock_inputs
set_output_delay [expr $clk_period * $clk_io_pct] -clock clk0 [all_outputs]
==> flow_metrics.py <==
# Metrics from the implementation run
metrics = {
    "setup_path": {
        "crit_path_max_incr_delay_ns": 0.52,
        "cp_top_family": "buffers and inverters",
        "critPathMaxFanout": 4,
        "cp.required_ns": 1.12,
        "path_cells": "clkdlybuf4s50_1 > nor2b_1",
        "crit_path_start_kind": "primary input",
        "arrival_ns": 0.78,
        "cp.buffers_inverters": 1,
        "end_kind": "flop",
        "worstSetupPathType": "in2reg",
        "critPathSlowestCell": "clkdlybuf4s50_1",
    },
    "die": {
        "chip_area_sq_um": 6400,
        "fp_util_pct": 25.8,
        "die_height_microns": 80,
        "chipWidth_microns": 80,
        "rows": 21,
        "num_io_pins": 51,
        "core_region_area_sq_um": 3420,
    },
    "yosys": {
        "ys_warn_count": 100,
        "synthTopCellsByCount": "buf_4, dlxtn_1, nor2b_1",
        "ys_cells": 110,
        "netlist_area_sq_um": 882,
        "synthArstFlopShare_pct": 0,
        "synth_cells": 110,
        "synth-edff-count": 0,
        "top_area_cell": "buf_4",
        "yosysChipArea_sq_um": 882,
        "synth_area_per_cell_sq_um": 8.02,
        "top_cell_area_share_pct": 24.7,
        "synth_flops": 16,
        "ff_type": "dlxtn_1",
        "synthDistinctLibCells": 30,
        "top_cell": "buf_4",
        "area_leaders": "buf_4, dlxtn_1, dfxtp_1",
    },
    "job": {
        "warnings": 27,
        "max-cap-violations": 0,
    },
    "layout": {
        "seqCellArea_sq_um": 260,
        "drive_gt1_share_pct": 6.40,
        "comb_area_sq_um": 479,
        "fillers": 374,
        "syn_to_final_growth_pct": 16.0,
        "fin_cells": 171,
    },
    "power_and_ir_drop": {
        "ir_drop_uv": 184,
        "leakage_nw": 0.445,
        "p_per_area_nw_per_um2": 458,
    },
    "timing": {
        "worstMarginPinSlew_ns": 0.585,
        "max_slew_margin_pct": 60.9,
        "drv_slew": 0,
        "hold_viol_final": 0,
        "unclocked_regs": 12,
        "timing.setup.tns_ns": 0,
        "setup_violations": 0,
        "hold_slack_ns": 0.586,
        "untimed_endpoints": 20,
        "rsz0062_at_grt": "false",
    },
    "global_route": {
        "grt_pass1_wl_microns": 2970,
        "grt_overflow": 0,
        "grt_pass1_vias": 696,
        "grt_usage_pct": 5.50,
        "antenna_found_initial": 0,
        "grt_start_max_net_pins": 21,
    },
    "clock_network": {
        "cts-resized-gates": 0,
        "htreeDepth": 1,
        "ctsHoldBuffers": 0,
        "cts_root_buf": "clkbuf_4",
        "cts_setup_buffers": 0,
        "cts_tree": "done",
        "cts_buffers": 3,
        "clk_pin_slew_ns": 0.04,
        "cts_buffer_depth": 2,
    },
    "min_path": {
        "hold_path_class": "in2reg",
    },
    "routing": {
        "vias": 647,
        "post_drt_wl_per_cell_microns": 10.4,
        "drtPass1Iterations": 4,
        "routed_wl_microns": 1780,
        "drt_iter0_markers": 65,
        "ant_nets": 0,
        "n_antenna_cell": 0,
        "drc": 0,
        "vias_per_cell": 3.78,
    },
    "outcome": {
        "outcome": "complete, no violations",
    },
    "place": {
        "dp_hpwl_microns": 1470,
        "port_buffers": 20,
        "dp.cells": 168,
        "gp_congestion": 0.748,
    },
}
## where the power goes
group | internal (mW) | switching, mW | leakage (nW)
logic | 0.0625 | 0.0349 | 0.302
registers | 0.168 | 0.0113 | 0.129
clock network | 0.134 | 0.0590 | 0.0138
total | 0.364 | 0.105 | 0.445
## path summary, 6_finish.rpt
path	cells after the start	startpoint	slack, ns	endpoint
worst max-delay path	2	reset	0.33	game_state[3]
worst min-delay path	2	reset	0.59	game_state[1]
## flip-flops by register name (all words and copies together) (netlist names)
register       cells
game_st_ascii      6
game_state         4
nx_game_state      4
turnO              1
turnX              1
## cells by family after synthesis
kind of cell	synth area share (%)
AND-OR/OR-AND	12.8
XOR/XNOR	0.993
buffers and inverters	27.7
flip-flops	9.08
latches	20.4
multiplexers	1.28
other	0.851
AND/OR/NAND/NOR	27.0
## area by class of cell
type | instances | area share, %
sequential | 16 | 25.4
inverter | 1 | 0.367
clock buffer | 3 | 2.20
tap | 46 | 5.62
timing repair buffer | 20 | 19.6
multi-input combinational | 85 | 46.8
## cell usage in the layout, fill, tap and decap left out, types with 2 or more instances in the layout
cell,instances
nor3b_1,4
clkdlybuf4s50_1,20
dfxtp_1,4
nor3_1,3
o21ai_0,6
a21oi_1,6
and3b_1,2
conb_1,29
nor2b_1,8
nand2_1,5
nand2b_1,4
dlxtn_1,12
clkbuf_4,3
and2_1,3
## per-layer routing
metal	part of all wire, %	vias up	global-route usage [%]
met4	0	0	1.06
met3	10	0	2.61
met2	45	31	8.75
met5	0	-	0
met1	44	279	6.63
li1	-	337	-
## stage by stage
step | worst slack [ns] | area, sq um | total power, mW | utilization (%)
2_1_floorplan | 0.664 | 983 | 0.294 | -
3_3_place_gp | 0.120 | 1000 | 0.283 | 29.3
3_5_place_dp | 0.0839 | 1000 | 0.282 | 29.3
4_1_cts | 0.335 | 1020 | 0.485 | 30.0
5_1_grt | 0.309 | 1020 | 0.512 | 30.0
6_report | 0.334 | 1020 | 0.469 | 30.0
Power and IR drop assume default switching activity.
